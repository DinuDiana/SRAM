==> design.v <==
module segments(
		input [3:0] in, 			 
		input enable, 				 
		output reg [6:0] out		 
		);
always @(*)
	begin
		if(enable==1)				 
			out=7'b111_1111;
		else 
			if(enable==0)			 
				case(in)
					0: out= 7'b000_0001;
					1: out= 7'b100_1111;
					2: out= 7'b001_0010;
					3: out= 7'b000_0110;
					4: out= 7'b100_1100;
					5: out= 7'b010_0101;
					6: out= 7'b000_0010;
					7: out= 7'b000_1111;
					8: out= 7'b000_0000;
					9: out= 7'b000_0100;
					10:out= 7'b000_1000;
					11:out= 7'b110_0000;
					12:out= 7'b011_0001;
					13:out= 7'b100_0010;
					14:out= 7'b011_0000;
					15:out= 7'b011_1000;
					default: out= 7'b011_0000;
				endcase
	end
endmodule
module sram(
				input clock,									 
				input reset,									 
				output reg write_enable,					 
				output reg output_enable,					 
				output reg chip_enable,						 
				output lower_byte_ctrl, 					 
				output upper_byte_ctrl,						 
				output [17:0] sram_addr,					 
				inout [15:0] sram_data, 					 
				input [3:0] address,							 
				input [3:0] data,								 
				input write_enable_user,					 
				input output_enable_user,					 
				output [6:0] data_out_7_segm,				 
				output [6:0] address_7_segm,				 
				output reg [17:0] address_to_display,	 
				output reg [15:0] data_to_display		 
				);		
reg chip_enable_user;			
assign sram_data = (chip_enable == 0 && write_enable == 0) ?  {data, 12'b0} : 16'bz;
assign sram_addr = ( (chip_enable == 0 && write_enable ==0) || (chip_enable == 0 && output_enable == 0) ) ? {address, 14'b0} : {4'b0000, 14'b0};
assign upper_byte_ctrl=1'b0;
assign lower_byte_ctrl=1'b0;
always @ (posedge clock)
	begin 
			chip_enable_user <= 0;
			if (chip_enable_user == 0)
				if (write_enable_user == 0)
					begin 
						write_enable <= 0;
						chip_enable <= 0;
					end
				else if (output_enable_user == 0)
					begin
						output_enable <= 0;
						chip_enable <= 0;
					end
				else 
					begin
						write_enable <= 1;
						output_enable <= 1;
						chip_enable <= 1;
					end	
	end
always @ (*)	
	begin
		data_to_display = (chip_enable == 0 && output_enable == 0) ? sram_data[15:12] : 4'bz;
		address_to_display = (chip_enable == 0 && output_enable == 0) ? sram_addr[17:14] : 4'bz;
	end
segments afisaj_address (address_to_display, output_enable, address_7_segm);
segments afisaj_data (data_to_display, output_enable, data_out_7_segm);	
endmodule 		
==> run.sh <==
#!/bin/bash
# OpenROAD 26Q1-2900-gdf79404cd8, Yosys 0.63+post, stock flow scripts
make -C /OpenROAD-flow-scripts/flow DESIGN_CONFIG=/design/flow/config.mk WORK_HOME=/design/flow/orfs finish
==> config.mk <==
export PLATFORM = sky130hd
export DESIGN_NAME = sram
export DESIGN_NICKNAME = sram
export VERILOG_FILES = /design/flow/design.v
export SDC_FILE = /design/flow/constraint.sdc
export NUM_CORES = 4
export LEC_CHECK = 1
export CORE_AREA = 10 10 78 78
export DIE_AREA = 0 0 88 88
==> constraint.sdc <==
current_design sram

set clk_period 2.3
set clk_io_pct 0.2

create_clock -name clk0 -period $clk_period [get_ports {clock}]

set non_clock_inputs [all_inputs -no_clocks]
set_input_delay [expr $clk_period * $clk_io_pct] -clock clk0 $non_clock_inputs
set_output_delay [expr $clk_period * $clk_io_pct] -clock clk0 [all_outputs]
==> impl_metrics.py <==
# Metrics from the implementation run
metrics = {
    "yosys": {
        "ys_sh_simple": 0.114,
        "topCombFamilyByArea": "buffers and inverters",
        "syn-mean-instance-area_um2": 7.26,
        "synth.distinct_cells": 33,
        "aoi_share": 0.207,
        "ys_seq_frac": 0.0585,
        "syn-instance-count": 165,
        "synthArstFlopShare": 0,
        "edf_count": 1,
        "flop_cell": "dfxtp_1",
        "ys_cells": 165,
        "synthesis.area_um2": 1200,
        "ys_warn_count": 7,
        "ys_sh_adder": 0.125,
        "ys_sh_mux": 0.0261,
        "synth_chip_area_um2": 1200,
        "synth_xor_xnor_area_share": 0,
        "numSynthFlops": 3,
    },
    "cts": {
        "postCtsHoldBufs": 0,
        "clock-sinks": 3,
        "ctsResizeCount": 80,
        "cts_setup_buffers": 9,
        "cts_root_buf": "clkbuf_8",
        "clock_path_buffers": 2,
        "cts_buffers": 3,
        "cts.htree.levels": 1,
    },
    "floorplanning": {
        "fp-row-count": 24,
        "fp_util": 0.272,
        "pin_count": 99,
        "die_h_um": 88,
        "die_w_um": 88,
    },
    "run_status": {
        "stop_stage": "clock tree synthesis",
        "tool.error": "[error] [KeplerFormal.cpp:679] Workflow failed: Iso has multiple drivers: .data2, input61.X0",
        "status": "aborted with a tool error",
    },
    "placement": {
        "place_hpwl_um": 2750,
        "numPortBuffers": 39,
        "gp_congestion": 0.833,
    },
}
[cell usage after synthesis (all sizes together) (3+ instances only)]
master  instances  share of area
buf            70           0.44
nand2          14          0.044
ha             12           0.13
a21oi          10          0.054
inv             8          0.025
nor2            8          0.025
o21ai           5          0.021
a211o           4          0.029
o21bai          4          0.025
a21o            3          0.019
a31oi           3          0.016
nor3            3          0.013
[per-stage QoR]
stage,worst slack [ns],instances,utilization,total power [uW],area [um2]
global placement,-0.529,266,0.349,333,1540
floorplan,0.340,218,-,235,1400
detailed placement,-0.503,266,0.349,331,1540
[cells by family after synthesis]
logic type | after synthesis
DFF | 3
adders and majority gates | 12
and+or+nand+nor | 31
AOI/OAI and AO/OA | 35
other | 1
muxes | 3
buffers and inverters | 80
Power is estimated from default activity; no workload was simulated.
